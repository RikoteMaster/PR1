==> ./run.sh <==
#!/bin/bash
# OpenROAD 26Q1-2900-gdf79404cd8, Yosys 0.63+post, stock flow scripts
make -C /OpenROAD-flow-scripts/flow DESIGN_CONFIG=/design/flow/config.mk WORK_HOME=/design/flow/orfs finish
==> ./config.mk <==
export PLATFORM = sky130hd
export DESIGN_NAME = binary_counter
export DESIGN_NICKNAME = binary_counter
export VERILOG_FILES = /design/flow/design.v
export SDC_FILE = /design/flow/constraint.sdc
export NUM_CORES = 4
export LEC_CHECK = 1
export CORE_AREA = 10 10 70 70
export DIE_AREA = 0 0 80 80
==> ./constraint.sdc <==
current_design binary_counter

set clk_period 2.3
set clk_io_pct 0.2

create_clock -name clk0 -period $clk_period [get_ports {clk}]

set non_clock_inputs [all_inputs -no_clocks]
set_input_delay [expr $clk_period * $clk_io_pct] -clock clk0 $non_clock_inputs
set_output_delay [expr $clk_period * $clk_io_pct] -clock clk0 [all_outputs]
==> ./design.v <==
module binary_counter
#(parameter MODULO=32, WIDTH=$clog2(MODULO-1)-1)
(
	input clk,clear_n, enable, up_down, reset,
	output reg [WIDTH:0] count,
	output TC1,TC2
);
	always @ (posedge clk or negedge reset)
	begin
		if (!reset)
			count <= 1'b0;
		else if(!clear_n)
			count <= 1'b0;
		else if (enable == 1'b1)
		begin
			if(up_down)  
				count <= count == MODULO-1'b1 ? 1'b0 : count + 1'b1;
			else
				count <= count == 1'b0 ? MODULO-1'b1 : count - 1'b1; 
		end
	end
assign TC1 = ( count == MODULO-1 ) ? 1'b1 : 1'b0 ;  
assign TC2 = ( count == 1 ) ? 1'b1 : 1'b0   ; 
endmodule 
==> impl_metrics.py <==
# Flow results
metrics = {
    "run": {
        "max-cap-violations": 0,
        "count_of_warning_messages_emitted_by_the_tools": 28,
    },
    "synthesis": {
        "yosys-stat-area_um2": 454.2,
        "topCellsByArea": "sky130_fd_sc_hd__dfrtp_1 (28%), sky130_fd_sc_hd__ha_1 (14%), sky130_fd_sc_hd__o21ai_0 (6.6%), sky130_fd_sc_hd__a21oi_1 (4.4%), sky130_fd_sc_hd__a211o_1 (3.9%)",
        "synth.cellmix.compoundShare": 0.3058,
        "synthFlopType": "sky130_fd_sc_hd__dfrtp_1",
        "async_flop_share": 1.000,
        "synth_top_cell_by_count": "sky130_fd_sc_hd__o21ai_0",
        "synth.cells.most_frequent": "sky130_fd_sc_hd__o21ai_0 (6), sky130_fd_sc_hd__dfrtp_1 (5), sky130_fd_sc_hd__ha_1 (5)",
        "unique_masters_post_synth": 27,
        "netlist.area_leader.share": 0.2755,
        "postSynthSeqShare": 0.2755,
        "ys_warn_count": 1,
        "synthMuxAreaShare": 0.02204,
        "area_leader_netlist": "sky130_fd_sc_hd__dfrtp_1",
        "edf_count": 0,
        "simple_gate_share": 0.1873,
        "synth_stat.cells": 52,
        "topCombFamilyByArea": "AND-OR/OR-AND gates",
        "synthAdderAreaFrac": 0.1377,
        "synth_area_um2": 454.2,
        "xor_area_frac": 0.01928,
        "post_synth_inst_count": 52,
        "total_of_flip_flops_plus_latches_after_synthesis": 5,
        "postSynthAreaPerCell_um2": 8.734,
    },
    "setup_path": {
        "cp.required_ns": 1.84,
        "critical_path.reg2reg.startpoint": "count[1]",
        "crit_reg_reg_endpoint": "count[3]",
        "r2r_cells": 6,
        "crit_path_launch_type": "flip-flop",
        "rrSetupSlack_ns": 0.54,
        "critical_path_peak_fanout": 8,
        "critical_path.startpoint": "count[1]",
        "cp-end-kind": "primary output",
        "crit_type": "reg2out",
        "worst_ep_arrival_time_ns": 1.76,
    },
    "route": {
        "total_vias_in_the_final_route": 440,
        "routed_wl_mm": 1.139,
        "drt_iter0_drc": 29,
        "avgViaCountPerCell": 3.929,
        "final_antenna_net_count": 0,
        "routed_wire_length_per_instance_um": 10.17,
        "n_antenna_cell": 0,
        "drc": 0,
        "firstDrtPassIters": 4,
    },
    "floorplan": {
        "rows": 21,
        "die_y_um": 80,
        "top_level_ports": 12,
        "floorplan.initialDensity": 0.1330,
        "chip_area_mm2": 0.006400,
        "fp.dieW_um": 80,
        "placeableCoreArea_mm2": 0.003416,
    },
    "final_timing": {
        "slew-limit-headroom": 0.6890,
        "setup_violations": 0,
        "final_hold_viol_count": 0,
        "timing.final.crit_share": 0.9671,
        "slew_worst_pin_ns": 0.4650,
        "totalNegativeSetupSlack_ns": 0,
        "drv_slew": 0,
        "setup_repair_after_global_routing_missed_its_margin": "false",
        "clock-skew-final_ns": 0.002138,
        "fin_crit_ns": 2.224,
        "timing.fmax_mhz": 449.6,
    },
    "finish": {
        "largest_register_ff_count": 5,
        "final_layout_size_suffix_gt1_frac": 0.1364,
        "final_cell_area_um2": 648.1,
        "registers.top_by_ff_count": "count",
        "area_delta_synth_final_pct": 42.70,
        "layout_top_registers": "count: 5 flops",
        "comb_area_um2": 311.5,
        "area.sequential_um2": 127.6,
        "fillCellCount": 377,
    },
    "place": {
        "portBuffers": 11,
        "dp_hpwl_um": 860.8,
        "placement.cell_area_um2": 605.6,
        "gpl_congestion": 0.7618,
    },
    "clock_tree": {
        "tritoncts_sinks": 5,
        "worst_skew_pair.late_latency_ns": 0.24,
        "cts_root_buf": "sky130_fd_sc_hd__clkbuf_4",
        "hold_buffers": 0,
        "clk_transition_reported_paths_ns": 0.04,
        "cts_tree": "done",
        "cts-htree-levels": 1,
        "clock_buffers_created_by_tritoncts": 3,
        "clock_path_buffers": 2,
    },
    "pwr": {
        "power_leakage_nw": 0.2550,
        "p_per_cell_area_mw_per_mm2": 493.3,
        "peak_ir_drop_on_the_vdd_network_uv": 109.9,
        "report.power.total_mw": 0.3197,
    },
    "global_route": {
        "pin_count_of_the_biggest_net_entering_global_routing": 15,
        "groute.usage.overall": 0.03667,
        "first_global_vias": 443,
        "overflow_after_grt": 0,
        "grt_first_pass_wirelength_mm": 2.014,
        "antenna_found_initial": 0,
    },
    "status": {
        "run_status": "completed",
    },
    "min_path": {
        "worst_hold_path_type": "in2async",
    },
}
metal layers:
layer  up-vias  global-route usage  wire length [um]
li1        227                   -                 -
met1       200             0.04749               548
met2        11             0.05778               473
met3         2            0.007955                90
met4         0             0.01408                27
met5         -                   0                 0
how the worst max path moves through the flow:
stage | cells past startpoint | endpoint | slack (ns)
CTS | 4 | TC1 | 0.04
finish | 4 | TC1 | 0.08
global route | 4 | TC1 | 0.0009
stage by stage:
stage	std cells	util	hold WS, ns	setup WS, ns
2_1_floorplan	52	-	0.1644	0.6940
3_3_place_gp	107	0.1773	0.6444	0.3016
3_5_place_dp	107	0.1773	0.6498	0.2698
4_1_cts	111	0.1872	0.4427	0.03501
5_1_grt	112	0.1897	0.4503	0.0009013
6_report	112	0.1897	0.4412	0.07560
cells in the final DEF, fill, tap and decap left out, types with 2 or more instances in the layout:
| cell type | Yosys | layout |
|---|---|---|
| sky130_fd_sc_hd__dfrtp_2 | 0 | 2 |
| sky130_fd_sc_hd__clkdlybuf4s50_1 | 0 | 11 |
| sky130_fd_sc_hd__nor2_1 | 2 | 2 |
| sky130_fd_sc_hd__ha_1 | 5 | 5 |
| sky130_fd_sc_hd__a211o_1 | 2 | 2 |
| sky130_fd_sc_hd__dfrtp_1 | 5 | 3 |
| sky130_fd_sc_hd__nor2b_1 | 2 | 2 |
| sky130_fd_sc_hd__a31oi_1 | 2 | 2 |
| sky130_fd_sc_hd__clkbuf_4 | 0 | 3 |
| sky130_fd_sc_hd__o21ai_0 | 6 | 6 |
| sky130_fd_sc_hd__nand2_1 | 4 | 4 |
| sky130_fd_sc_hd__a22o_1 | 2 | 2 |
| sky130_fd_sc_hd__a21oi_1 | 4 | 4 |
worst max-delay path, cell delays in order, from the launching register on:
cell and delay, ns:
sky130_fd_sc_hd__dfrtp_2 0.45, sky130_fd_sc_hd__ha_1 0.23, sky130_fd_sc_hd__and3_2 0.22, sky130_fd_sc_hd__ha_1 0.21, sky130_fd_sc_hd__clkdlybuf4s50_1 0.42
kinds of logic (layout without fill, tap and decap cells):
| family | count (synthesis) | count (layout) |
|---|---|---|
| flops | 5 | 5 |
| mux | 1 | 1 |
| simple gates | 15 | 15 |
| compound gates | 21 | 21 |
| xor+xnor | 1 | 1 |
| fa+ha+maj | 5 | 5 |
| buf+inv | 4 | 18 |
report_power, final:
part / leakage (nW) / total (mW) / internal [mW] / switching [mW]
clock: 0.0150 / 0.0989 / 0.0654 / 0.0335
combinational: 0.177 / 0.104 / 0.0585 / 0.0455
sequential: 0.0628 / 0.117 / 0.0976 / 0.0191
total: 0.255 / 0.320 / 0.222 / 0.0982
what timing repair did:
action                                 4_1_cts  5_1_grt
setup buffers                                0        1
resized                                      2        2
endpoints found under the hold margin        0        0
setup endpoints to repair                    2        2
layout make-up:
cell class	count	area share
Sequential cell	5	0.1969
Clock buffer	4	0.04054
Timing Repair Buffer	12	0.1815
Multi-Input combinational cell	43	0.4807
Tap cell	46	0.08880
Inverter	2	0.01158
Power is estimated from default activity; no workload was simulated.
