==> /design/flow/design.v <==
module ram_dp #(parameter mem_depth=32, parameter size=8)
(
input [size-1:0] data_in,
input wren,clock,rden,
input [$clog2(mem_depth-1)-1:0] wraddress, 
input [$clog2(mem_depth-1)-1:0] rdaddress,
output logic [size-1:0] data_out
);
logic [size-1:0] mem [mem_depth-1 :0];
always_ff @(posedge clock)
begin
  if (wren==1'b1)
        mem[wraddress]<=data_in;
  if (rden==1'b1)
        data_out<=mem[rdaddress];   
end     
endmodule 
==> /design/flow/run.sh <==
#!/bin/bash
# OpenROAD 26Q1-2900-gdf79404cd8, Yosys 0.63+post, stock flow scripts
make -C /OpenROAD-flow-scripts/flow DESIGN_CONFIG=/design/flow/config.mk WORK_HOME=/design/flow/orfs finish
==> /design/flow/config.mk <==
export PLATFORM = sky130hd
export DESIGN_NAME = ram_dp
export DESIGN_NICKNAME = ram_dp
export VERILOG_FILES = /design/flow/design.v
export SDC_FILE = /design/flow/constraint.sdc
export NUM_CORES = 4
export LEC_CHECK = 1
export CORE_UTILIZATION = 30
==> /design/flow/constraint.sdc <==
current_design ram_dp

set clk_period 3.3
set clk_io_pct 0.2

create_clock -name clk0 -period $clk_period [get_ports {clock}]

set non_clock_inputs [all_inputs -no_clocks]
set_input_delay [expr $clk_period * $clk_io_pct] -clock clk0 $non_clock_inputs
set_output_delay [expr $clk_period * $clk_io_pct] -clock clk0 [all_outputs]
==> flow_summary.ini <==
; implementation run metrics
[cts]
cts-buffers-inserted = 27
clk_transition_reported_paths_ns = 0.06
cts_tree = yes
cts_setup_buffers = 0
cts.sink_count = 264
hold_buffers = 0
cts_root_buf = clkbuf_16
cts_buffer_depth = 3
cts_resized = 0
insertion_delay_ns = 0.53
cts_max_level = 1

[global_routing]
track_usage_pct = 13.9
antenna_found_initial = 1
grt_pass1_wl_um = 31800
first_global_vias = 5184
overflow = 0
grt_max_degree = 33

[power]
vdd_drop_max_mv = 0.375
p_clk_share_pct = 41.1
seq_power_share_pct = 53.6
p_per_area_nw_per_um2 = 578
power.total_mw = 7.02
cellLeakagePower_nw = 3.78
comb_power_share_pct = 5.3
p_int_mw = 5.65
switching_share_pct = 19.5
switchingPower_mw = 1.37

[drt]
drtIter0Drc = 300
route.antenna.diode_count = 0
vias = 4518
drt_wl_total_um = 21100
ant_nets = 0
firstDrtPassIters = 4
wl_per_cell_um = 21.9
avgViaCountPerCell = 4.70
remaining_drc_errors = 0

[final_timing]
fin_setup_tns_ns = 0
fmaxAchievable_mhz = 426
skew_ns = 0.0230
report.final.slew_viol_count = 0
final.min_clock_period_ns = 2.35
fin_crit_sh_pct = 71.1
rsz0062_at_grt = no
hold_viol_final = 0
relSlewSlack_pct = 65.7
worst_slew_pin_slew_ns = 0.512
setup-violations-final = 0

[flow_run]
drv_cap = 0
openroad.warnings = 25

[yosys]
syn_inst = 417
synth_warnings = 1
synth_cell_type_count = 14
ys.flops = 264
synth_chip_area_um2 = 10100
ys_seq_share_pct = 78.2
ys_cells = 417
avgSynthCellArea_um2 = 24.3
syn-cell-area_um2 = 10100

[critical_path]
path_class = in2reg
critPathArrivalTime_ns = 2.63
required_ns = 3.58
reg2reg_from = mem[11][6]
crit_start = rdaddress[0]
cp_max_fo = 15
cp_cell_sequence = buf_4 > buf_4 > mux4_2 > mux4_2 > mux2_2
setup.worst_path.start_class = primary input
crit_path_end_kind = flop
cp_slowest_cell = mux4_2
r2r_cells = 3
cp_slowest_stage_delay_ns = 0.56

[floorplan]
die-area_um2 = 34500
core_area_um2 = 32900
rows = 66
die_w_um = 186
initial_core_util_pct = 30.8
die_h_um = 186
ioPinCount = 29

[finish]
syn2layout_area_growth_pct = 19.8
drive_gt1_share_pct = 34.4

[placement]
port_buffers = 28
place.gp.congestion = 0.845
place_hpwl_um = 13800

[run_status]
status = finished, final reports clean

[hold_path]
hold_path_class = in2reg
hold_depth = 2
min_from = data_in[0]
[registers in the layout, indices dropped and copies added (netlist names)]
name / count
data_out: 8
mem: 256
[cells in the mapped netlist]
master      n  share of area [%]
buf_6       1               0.11
or3_1       1              0.062
buf_1       6               0.22
nand3_1     2              0.099
or3b_2      3               0.26
buf_4       6               0.44
mux2_2      8               0.89
edfxtp_1  264                 78
buf_2       1              0.049
nand3b_1    5               0.37
clkbuf_1    6               0.22
nor2_1     33                1.2
mux4_2     80                 18
nand2_1     1              0.037
[critical path, delay by kind of cell]
family | cells | cell delay, ns
buf+inv | 2 | 0.65
mux | 3 | 1.31
[area by class of cell]
| cell class | count | area [um2] |
|---|---|---|
| Clock inverter | 16 | 158 |
| Clock buffer | 30 | 687 |
| Multi-Input combinational cell | 133 | 2100 |
| Fill cell | 2962 | 20700 |
| Sequential cell | 264 | 7930 |
| Timing Repair Buffer | 77 | 716 |
| Tap cell | 442 | 553 |
[layout by cell type (no fill, tap or decap), types with 2 or more instances in the layout]
cell / instances
clkinv_1: 6
clkbuf_16: 27
mux2_2: 8
or3b_2: 3
edfxtp_1: 264
nand3_1: 2
buf_4: 44
bufinv_16: 3
mux4_2: 80
buf_12: 6
clkbuf_1: 3
clkinv_2: 4
nand3b_1: 5
nor2_1: 33
clkdlybuf4s50_1: 26
[metrics by stage]
step / setup WS, ns / area, um2 / utilization [%] / std cells / hold slack, ns
floorplan: 0.698 / 10100 / - / 417 / 0.759
global placement: 0.408 / 11300 / 34.4 / 916 / 0.967
detailed placement: 0.389 / 11300 / 34.4 / 916 / 0.960
CTS: 0.923 / 12100 / 36.9 / 962 / 0.968
global route: 0.854 / 12100 / 36.9 / 962 / 0.987
finish: 0.953 / 12100 / 36.9 / 962 / 0.968
[cells by family after synthesis]
family / Yosys count / share of synthesized area (%)
mux: 88 / 18.7
buf+inv: 20 / 1.05
flops: 264 / 78.2
simple gates: 45 / 2.05
[path summary, 6_finish.rpt]
kind,to,slack [ns]
max,data_out[3],0.95
min,mem[12][0],0.97
max reg2reg,data_out[6],1.34
min reg2reg,data_out[3],0.98
[power by group through the flow]
stage | sequential, mW | clock [mW] | combinational (mW)
4_1_cts | 3.76 | 2.94 | 0.387
5_1_grt | 3.76 | 3.06 | 0.409
6_report | 3.76 | 2.89 | 0.374
[metal layers]
layer | vias up | global-route usage [%] | wire length, um
met1 | 2252 | 16.2 | 7270
met5 | - | 3.85 | 183
met4 | 6 | 1.57 | 215
met2 | 282 | 21.5 | 10200
met3 | 23 | 9.97 | 3160
li1 | 1955 | - | -
