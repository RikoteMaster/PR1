**flow/config.mk**
```make
export PLATFORM = sky130hd
export DESIGN_NAME = contador_normal
export DESIGN_NICKNAME = contador_normal
export VERILOG_FILES = /design/flow/design.v
export SDC_FILE = /design/flow/constraint.sdc
export NUM_CORES = 4
export LEC_CHECK = 1
export CORE_AREA = 10 10 70 70
export DIE_AREA = 0 0 80 80
```
**flow/constraint.sdc**
```tcl
current_design contador_normal

set clk_period 1.3
set clk_io_pct 0.2

create_clock -name clk0 -period $clk_period [get_ports {CLOCK}]

set non_clock_inputs [all_inputs -no_clocks]
set_input_delay [expr $clk_period * $clk_io_pct] -clock clk0 $non_clock_inputs
set_output_delay [expr $clk_period * $clk_io_pct] -clock clk0 [all_outputs]
```
**flow/design.v**
```verilog
module contador_normal
#(parameter final_count=32, WIDTH = $clog2(final_count-1))
(
	input CLOCK, ENA, RESET_N,CLEAR_N,
	output reg [WIDTH-1:0] count
);
	always @ (posedge CLOCK or negedge RESET_N)
	begin
		if (!RESET_N)
			count <= 0;
		else if (CLEAR_N == 0)
			count <= 0;
		else if (ENA == 1'b1)
			count <= (count == final_count - 1) ? 1'b0 : count + 1'b1;
	end
endmodule
```
**flow/run.sh**
```bash
#!/bin/bash
# OpenROAD 26Q1-2900-gdf79404cd8, Yosys 0.63+post, stock flow scripts
make -C /OpenROAD-flow-scripts/flow DESIGN_CONFIG=/design/flow/config.mk WORK_HOME=/design/flow/orfs finish
```
==> summary.txt <==
yosys + openroad results -> die x size=80 um, Layout fillers=378, critical path arrival=1720 ps, Crit path largest cell delay=470 ps, Largest register FFs=5, first-pass GRT wire length=1.35 mm, slowest CP cell=or4_4, failing checks=negative setup slack, status=finished, violations left, RSZ-0062 raised after global routing=yes, sequential area share after synthesis=45.7%, ys cells=25, layout cells sized above 1=53.1%, Core ar.=0.00342 sq mm, GR Overflow Total=0, H-tree depth=1, Setup TNS=-586 ps, Layout area overhead=105%, Synth area leader=dfrtp_1, post-route insts no fill=95, Gate Count Post-Synth=25, routability cong.=0.784, slew margin rel.=85.7%, Peak supply drop=0.134 mV, Largest delay share family, worst path=simple AND/OR/NAND/NOR gates, area share, top type=45.7%, initial DRC count=11, full die area=0.00640 sq mm, Chip Area, Yosys=274 sq um, placed insts=86, Min Hold Slack=243 ps, largest net degree at the start of global routing=6, Total Wirelength=799 um, Synth Cell Area=274 sq um, fp util=8.02%, Max Cap Viol=0, clk_skew=0.274 ps, Worst Path Required=1460 ps, Min-Delay Path Class=in -> async, Mean Syn Cell Area=11.0 sq um, number of buffers created by CTS=3, Slew @ Worst Pin=212 ps, clk latency late pin=240 ps, Slew Limit Fails=0, Gate Area=184 sq um, crit path launch type=flip-flop, clock buffer depth=2, drt pass-1 iters=2, Fin. Hold Viols=0, # port buffers=8, CTS tree=yes, Die Y=80 um, CTS sink cnt=5, clock root buffer=clkbuf_4, minimum clock period=1550 ps, number of buffers and inverters on the critical path=0, # setup viols final=4, Vias/cell=2.85, Crit. End Element=flip-flop, total track usage=2.58%, FF/Latch Area=125 sq um, critical-path cell list=ha_2 -> and3_4 -> ha_4 -> or4_4 -> a21boi_2, antenna violations before repair=0, cell area power density=729 mW/mm^2, dpl hpwl=584 um, Lkg Pwr=0.252 nW, Area contributors post-synth=dfrtp_1, ha_1, mux2i_1, worst-path fanout max=2, wire per inst=8.41 um, Cell variety after synth=16, antenna violation net count after detailed routing=0, fin crit share=120%, I/O pin total=9, row count=21, Antenna Cells=0, Synth flops=5, overall power=0.000410 W, critical path type=reg -> reg, Regs by FF count=count (5), Log Warnings=28, final setup margin=-255 ps, Yosys warning total=1, Biggest register=count, vias in the first global route=303, via count=271, Achievable Freq=643 MHz, clk slew on worst S/H paths=40 ps, DRC viols=0
[synth_stat cells]
cell type,number
nand3_1,1
mux2i_1,2
nor2b_1,3
and2b_2,1
a21boi_1,1
o21ai_0,2
and4bb_2,1
ha_1,2
a31oi_1,1
nor3_1,1
inv_2,1
and3_1,1
or4_1,1
a21oi_1,1
o21a_1,1
dfrtp_1,5
[cells by family after synthesis]
kind of cell	count (synthesis)	share of synthesized area, %
simple gates	9	23.3
compound gates	6	13.2
flops	5	45.7
mux	2	7.31
fa+ha+maj	2	9.13
buf+inv	1	1.37
[repair_timing]
action | 4_1_cts | 5_1_grt
endpoints found under the hold margin | 0 | 0
gates resized | 8 | 7
hold buffers | 0 | 0
setup buffers | 3 | 3
pin swaps | 4 | 2
setup endpoints to repair | 8 | 7
[metal layers]
layer  share of wire, %  vias to the layer above  global-route usage [%]  wire length [um]
met4                1.9                        0                   0.880                15
met3                4.9                        2                    1.36                39
met1                 49                      123                    3.41               394
li1                   -                      142                       -                 -
met5                  0                        -                       0                 0
met2                 44                        4                    3.45               351
[worst paths after layout]
| kind | from | end | slack, ps | depth (start not counted) |
|---|---|---|---|---|
| max | count[1] | count[3] | -250 | 5 |
| min | RESET_N | count[0] | 240 | 1 |
| max reg2reg | count[1] | count[3] | -250 | 5 |
| min reg2reg | count[4] | count[4] | 630 | 2 |
| max in group asynchronous | RESET_N | count[2] | 870 | 1 |
| min in group clk0 | count[4] | count[4] | 630 | 2 |
[layout by cell type (no fill, tap or decap)]
cell,count
nor2b_1,3
buf_4,10
clkbuf_1,1
mux2i_1,2
dfrtp_1,5
clkdlybuf4s50_1,4
o21ai_0,2
o21a_1,1
clkbuf_4,3
or4_4,1
ha_2,1
and3_4,1
ha_4,1
inv_2,1
nor3_4,1
buf_6,2
a21boi_2,1
clkbuf_2,2
and2b_2,1
a31oi_1,1
dlygate4sd2_1,2
and4bb_2,1
nand3_1,1
a21oi_1,1
[layout make-up]
type                            count  share of cell area, %
Clock buffer                        4                   4.68
Timing Repair Buffer               20                   29.4
Inverter                            1                  0.668
Tap cell                           46                   10.2
Multi-Input combinational cell     19                   32.7
Sequential cell                     5                   22.3
[through the flow]
| stage | util (%) | worst slack (ps) | cell area, sq um |
|---|---|---|---|
| after floorplan | - | -242 | 294 |
| after global placement | 14.2 | -249 | 484 |
| after detailed placement | 14.2 | -266 | 484 |
| after CTS | 15.9 | -263 | 544 |
| after global routing | 16.4 | -307 | 562 |
| final | 16.4 | -255 | 562 |
[where the power goes]
group          total [W]  internal, W  switching (W)
Sequential      0.000164     0.000161     0.00000262
Clock           0.000174     0.000116      0.0000583
Combinational  0.0000719    0.0000446      0.0000272
Total           0.000410     0.000321      0.0000882
Power is estimated from default activity; no workload was simulated.
